$ cat flow/run.sh
#!/bin/bash
# OpenROAD 26Q1-2900-gdf79404cd8, Yosys 0.63+post, stock flow scripts
make -C /OpenROAD-flow-scripts/flow DESIGN_CONFIG=/design/flow/config.mk WORK_HOME=/design/flow/orfs finish
$ cat flow/config.mk
export PLATFORM = sky130hd
export DESIGN_NAME = ShiftRegister
export DESIGN_NICKNAME = ShiftRegister
export VERILOG_FILES = /design/flow/design.v
export SDC_FILE = /design/flow/constraint.sdc
export NUM_CORES = 4
export LEC_CHECK = 1
export CORE_UTILIZATION = 30
$ cat flow/constraint.sdc
current_design ShiftRegister

set clk_period 1.0
set clk_io_pct 0.2

create_clock -name clk0 -period $clk_period [get_ports {clk}]

set non_clock_inputs [all_inputs -no_clocks]
set_input_delay [expr $clk_period * $clk_io_pct] -clock clk0 $non_clock_inputs
set_output_delay [expr $clk_period * $clk_io_pct] -clock clk0 [all_outputs]
$ cat flow/design.v
`timescale 1ns / 1ps
module DFF (
  input D,
  input clk,
  input e,
  input rst,
  output reg Q,
  output QNOT
);
assign QNOT = ~Q;
always @(negedge clk) begin
    if(rst)
      Q = 0;
	 else if (e)
		Q = D;
end
endmodule
`timescale 1ns / 1ps
module Mux(
  input [3:0] data,
  input [1:0] select,
  input rst,
  input clk,
  output reg out
);
always @ (negedge clk) begin
  if (rst)
    out = 0;
  else begin
    case (select)
      2'b00: out = data[0];
      2'b01: out = data[1];
      2'b10: out = data[2];
      2'b11: out = data[3];
      default: out = 0;
    endcase
  end
end
endmodule
`timescale 1ns / 1ps
module ShiftRegister(
  input [7:0] data,
  input clk,
  input rst,
  input [1:0] select,
  input e,
  output wire [7:0] out
);
reg [3:0] dmux1;
reg [3:0] dmux2;
reg [3:0] dmux3;
reg [3:0] dmux4;
reg [3:0] dmux5;
reg [3:0] dmux6;
reg [3:0] dmux7;
reg [3:0] dmux8;
wire outmux1;
wire outmux2;
wire outmux3;
wire outmux4;
wire outmux5;
wire outmux6;
wire outmux7;
wire outmux8;
wire [7:0] qdff;
wire [7:0] qnot;
DFF dff1(
   .D(outmux1),
	.clk(clk),
	.e(e),
	.rst(rst),
	.Q(qdff[0]),
	.QNOT(qnot[0])
);
DFF dff2(
   .D(outmux2),
	.clk(clk),
	.e(e),
	.rst(rst),
	.Q(qdff[1]),
	.QNOT(qnot[1])
);
DFF dff3(
   .D(outmux3),
	.clk(clk),
	.e(e),
	.rst(rst),
	.Q(qdff[2]),
	.QNOT(qnot[2])
);
DFF dff4(
   .D(outmux4),
	.clk(clk),
	.e(e),
	.rst(rst),
	.Q(qdff[3]),
	.QNOT(qnot[3])
);
DFF dff5(
   .D(outmux5),
	.clk(clk),
	.e(e),
	.rst(rst),
	.Q(qdff[4]),
	.QNOT(qnot[4])
);
DFF dff6(
   .D(outmux6),
	.clk(clk),
	.e(e),
	.rst(rst),
	.Q(qdff[5]),
	.QNOT(qnot[5])
);
DFF dff7(
   .D(outmux7),
	.clk(clk),
	.e(e),
	.rst(rst),
	.Q(qdff[6]),
	.QNOT(qnot[6])
);
DFF dff8(
   .D(outmux8),
	.clk(clk),
	.e(e),
	.rst(rst),
	.Q(qdff[7]),
	.QNOT(qnot[7])
);
Mux Multipelexer1(
   .data(dmux1),
	.select(select),
	.rst(rst),
	.clk(clk),
	.out(outmux1)
);
Mux Multipelexer2(
   .data(dmux2),
	.select(select),
	.rst(rst),
	.clk(clk),
	.out(outmux2)
);
Mux Multipelexer3(
   .data(dmux3),
	.select(select),
	.rst(rst),
	.clk(clk),
	.out(outmux3)
);
Mux Multipelexer4(
   .data(dmux4),
	.select(select),
	.rst(rst),
	.clk(clk),
	.out(outmux4)
);
Mux Multipelexer5(
   .data(dmux5),
	.select(select),
	.rst(rst),
	.clk(clk),
	.out(outmux5)
);
Mux Multipelexer6(
   .data(dmux6),
	.select(select),
	.rst(rst),
	.clk(clk),
	.out(outmux6)
);
Mux Multipelexer7(
   .data(dmux7),
	.select(select),
	.rst(rst),
	.clk(clk),
	.out(outmux7)
);
Mux Multipelexer8(
   .data(dmux8),
	.select(select),
	.rst(rst),
	.clk(clk),
	.out(outmux8)
);
always @(negedge clk) begin
   if(rst) begin
	  dmux1=0;
	  dmux2=0;
	  dmux3=0;
	  dmux4=0;
	  dmux5=0;
	  dmux6=0;
	  dmux7=0;
	  dmux8=0;
	end
	else begin
      case (select)
		  2'b01: begin
				 dmux1[1] = data[7];
				 dmux2[1] = data[0];
				 dmux3[1] = data[1];
				 dmux4[1] = data[2];
				 dmux5[1] = data[3];
				 dmux6[1] = data[4];
				 dmux7[1] = data[5];
				 dmux8[1] = data[6];
		  end
		  2'b10: begin
		       dmux1[2] = data[1];
				 dmux2[2] = data[2];
				 dmux3[2] = data[3];
				 dmux4[2] = data[4];
				 dmux5[2] = data[5];
				 dmux6[2] = data[6];
				 dmux7[2] = data[7];
				 dmux8[2] = data[0];
		  end
		  2'b11: begin
		       dmux1[3] = data[0];
				 dmux2[3] = data[1];
				 dmux3[3] = data[2];
				 dmux4[3] = data[3];
				 dmux5[3] = data[4];
				 dmux6[3] = data[5];
				 dmux7[3] = data[6];
				 dmux8[3] = data[7];
		  end
		endcase
	end
end
assign out=qdff;
endmodule
==> results_slide.txt <==
Synthesis and Place & Route Summary

Outcome
  • Status: finished, violations left
  • Failing checks: negative setup slack

Worst setup path
  • Critical Path RT: 800 ps
  • Cell-by-cell trace of the critical path: buf_2
  • Worst endpoint data arrival time: 1260 ps
  • Slowest CP cell: dfxtp_2
  • CP top delay family: flip-flops
  • Startpoint types: flop
  • Critical path fanouts, max: 2
  • Worst path bufs/invs: 1
  • Delay of the slowest critical-path stage: 310 ps
  • CP endpoint kind: output pin
  • Kind of critical path: flop to output pin

Timing
  • Total negative slack: -6343 ps
  • Max_slew headroom: a little under nine tenths
  • Hold slack: 461.4 ps
  • Unrepaired setup endpoints after global routing: yes
  • Fin. Hold Viols: 0
  • Worst Slack Setup Final: -457.2 ps
  • Final Skew: roughly 16 ps
  • Worst-Margin Slew: 206.1 ps
  • Max-slew violations: 0
  • # setup viols final: around 40

GRT
  • Vias in the first global route: 1414
  • Grt ovf: 0
  • First-pass GRT wire length: 6058 um
  • GRT Resource Usage Total: 14.59%
  • Largest net degree at the start of global routing: 16
  • Antenna violations before repair: 0

Floorplan
  • Row cnt: 26
  • Die extent in x: 74.98 um
  • Core area: slightly above 5000 sq um
  • Die Size: 5622 sq um
  • Die height: 74.98 um
  • Io pins: 21
  • Initial Utilization: 31.28%

Yosys
  • Yosys warning count: 3
  • Yosys cell count: 161
  • Top area cell types: dfxtp_1 (50%), mux2i_1 (20%), nor2_1 (5.6%), a21oi_1 (5.0%), a211oi_1 (3.8%)
  • Mapped cell area: roughly 1600 sq um
  • Cell type with the largest total area: dfxtp_1
  • Flops & latches, synth: 40
  • Cell variety after synth: 15
  • Share of the yosys chip area belonging to registers: 50.12%
  • Cells after synthesis: 161
  • Syn_area_per_cell: 9.924 sq um
  • Top cell type's share of synthesized area: 50.12%
  • Yosys synthesis chip area: roughly 1600 sq um

Drt
  • Vias: 1377
  • DRC errors left: 0
  • Vias per inst: 4.636
  • DRT Wirelength: roughly 3900 um
  • DRT Pass-1 Iters: 4
  • Wirelength per Cell: roughly 13 um
  • ANT cells: 0
  • 1st-iter DRT viols: around 84
  • Antenna Nets Post-Route: 0

Worst hold path
  • Hold WC Path Type: flop to flop

Clock network
  • Cts hold-fix bufs: 0
  • Clock buffer depth: 2
  • CTS tree: done
  • H-Tree Level Count: 2
  • Root Buffer Master: clkbuf_8
  • CTS Sinks: around 40
  • Reg clk slew, reported paths: approximately 40 ps
  • Clk latency late pin: 360 ps
  • CTS Buf Count: 5

Finish
  • Fillers: 443
  • Post-Layout Cell Count: 297
  • Share of cells above drive strength 1: 37.00%
  • Layout area overhead: 56.38%
  • Final Core Density: 48.92%

Pwr
  • VDD IR max: 0.7957 mV
  • Leak Pwr: approximately 0.0012 uW
  • Tot Pwr: 3894 uW
  • Cell Pwr Density: approximately 1600 nW/um^2

Place
  • Post-DP HPWL: approximately 1900 um
  • Port Buffer Count: 20
  • Placed cells: 238
  • Routability cong.: 0.7757

Flow run
  • Max Cap Viol: 0
  • Log Warnings: 68
[synthesized netlist by cell type]
cell / count
a211oi_1: 8
a21oi_1: 16
buf_12: 1
buf_2: 4
buf_4: 8
buf_6: 3
clkbuf_1: 4
clkbuf_4: 1
dfxtp_1: 40
inv_1: 1
mux2i_1: 32
nand2_1: 9
nand2b_1: 2
nand3_1: 8
nor2_1: 24
[placed cells by master (no fill, tap or decap)]
cell type	synthesis	final
nand3_4	0	1
nand2_8	0	1
dfxtp_1	40	32
buf_2	4	11
a21oi_1	16	1
dfxtp_2	0	8
nor2_1	24	24
buf_16	0	2
buf_6	3	4
nand3_1	8	5
mux2i_2	0	3
clkbuf_8	0	5
mux2i_1	32	29
nand2_4	0	4
dlygate4sd2_1	0	8
nand2b_4	0	2
clkinvlp_2	0	1
a21oi_4	0	5
a211oi_4	0	1
buf_8	0	6
nand3_2	0	2
a211oi_2	0	5
buf_4	8	1
a211oi_1	8	2
buf_12	1	7
a21oi_2	0	10
nand2_2	0	4
inv_1	1	42
bufbuf_16	0	1
[path summary, 6_finish.rpt]
check,from,endpoint,slack [ps],depth (start not counted)
hold / removal,Multipelexer1.out,dff1.Q,460,2
hold reg to reg,Multipelexer1.out,dff1.Q,460,2
setup reg to reg,dmux4[3],Multipelexer4.out,190,2
setup / recovery,dff5.Q,out[4],-460,1
[per-stage QoR]
stage	setup slack (ps)	cell area, sq um
6_report	-457.2	2499
5_1_grt	-506.1	2499
4_1_cts	-464.5	2380
3_5_place_dp	-944.4	1852
3_3_place_gp	-939.9	1852
2_1_floorplan	-397.6	1685
[per-layer routing]
metal  vias up  track usage, %  share of wire (%)
li1        674               -                  -
met2        32           23.32                 48
met1       664           17.65                 46
met4         0           6.080                1.7
met3         7           5.970                4.0
met5         -               0                  0
[sequential cells by signal, indices dropped and copies added (netlist names), 3 cells and up]
signal and count:
dmux4 3, dmux5 3, dmux7 3, dmux1 3, dmux3 3, dmux2 3
dmux8 3, dmux6 3
[layout make-up]
type	instances	area [sq um]	area share (%)
multi-input combinational	99	873.3	34.95
sequential	40	810.8	32.45
timing repair buffer	40	495.5	19.83
clock inverter	43	162.7	6.510
tap	70	87.58	3.505
clock buffer	5	68.82	2.754
[where the power goes]
group	total [uW]	leakage (uW)	internal (uW)	switching [uW]
registers	1730	0.000331	1680	46.6
clock network	1620	0.000260	678	942
logic	546	0.000639	294	252
[logic make-up (layout without fill, tap and decap cells)]
| group | Yosys count | after routing | synth area share (%) |
|---|---|---|---|
| DFF | 40 | 40 | 50.12 |
| muxes | 32 | 32 | 20.05 |
| and+or+nand+nor | 43 | 43 | 11.04 |
| buffers and inverters | 22 | 88 | 10.02 |
| AOI/OAI and AO/OA | 24 | 24 | 8.771 |
[timing repair]
item,4_1_cts,5_1_grt
setup endpoints to repair,48,40
gates resized,93,32
hold endpoints to repair,0,0
gates cloned,6,0
buffers inserted,6,2
pin swaps,29,9
No activity file was given, so power comes from the tool's default toggle rates.
